==> flow/design.v <==
module mas_mul_vedic_16x16 (
  input  [15:0] in1,
  input  [15:0] in2,
  output [31:0] res
);
wire  [15:0] mulv_out0;
wire  [15:0] mulv_out1;
wire  [15:0] mulv_out2;
wire  [15:0] mulv_out3;
wire  [1:0] rca_cout ;
wire  [15:0] rca_out0 ;
wire  [15:0] rca_out1 ;
mas_mul_vedic_8x8 mulv_8b_0 (.in1(in1[7:0]),.in2(in2[7:0]),.res(mulv_out0));
mas_mul_vedic_8x8 mulv_8b_1 (.in1(in1[7:0]),.in2(in2[15:8]),.res(mulv_out1));
mas_mul_vedic_8x8 mulv_8b_2 (.in1(in1[15:8]),.in2(in2[7:0]),.res(mulv_out2));
mas_mul_vedic_8x8 mulv_8b_3 (.in1(in1[15:8]),.in2(in2[15:8]),.res(mulv_out3));
mas_ripple_carry_adder_16b 
add_16b_0 
(
.in1(mulv_out1),
.in2(mulv_out2),
.cin(1'b0),
.cout(rca_cout[0]),
.res(rca_out0)
);
mas_ripple_carry_adder_16b 
add_16b_1 
(
.in1({8'b0,mulv_out0[15:8]}),
.in2(rca_out0),
.cin(1'b0),
.cout(rca_cout[1]),
.res(rca_out1)
);
mas_ripple_carry_adder_16b 
add_16b_2 
(
.in1({7'b0,(rca_cout[0]|rca_cout[1]),rca_out1[15:8]}),
.in2(mulv_out3),
.cin(1'b0),
.cout(),
.res(res[31:16])
);
assign res[7:0] = mulv_out0[7:0];
assign res[15:8] = rca_out1[7:0] ;
endmodule
module mas_mul_vedic_2x2 (
  input  [1:0] in1,
  input  [1:0] in2,
  output [3:0] res
);
assign res[0] =  in1[0] & in2[0];
assign res[1] = (in1[1] & in2[0]) ^ ( in1[0] & in2[1] );
assign res[2] = (in1[0] & in2[1]) & ( in1[1] & in2[0] ) ^ ( in1[1] & in2[1] );
assign res[3] = (in1[0] & in2[1]) & ( in1[1] & in2[0] ) & ( in1[1] & in2[1] );
endmodule
module mas_mul_vedic_32x32 (
  input               clk,
  input               rstn,
  input        [31:0] in1,
  input        [31:0] in2,
  output logic [63:0] res
);
logic [31:0] in1_r;
logic [31:0] in2_r;
wire  [31:0] mulv_out0;
wire  [31:0] mulv_out1;
wire  [31:0] mulv_out2;
wire  [31:0] mulv_out3;
wire  [1:0]  rca_cout ;
wire  [31:0] rca_out0 ;
wire  [31:0] rca_out1 ;
wire  [63:0] res_w    ;
mas_mul_vedic_16x16 mulv_16b_0 (.in1(in1_r[15:0]), .in2(in2_r[15:0]), .res(mulv_out0));
mas_mul_vedic_16x16 mulv_16b_1 (.in1(in1_r[15:0]), .in2(in2_r[31:16]),.res(mulv_out1));
mas_mul_vedic_16x16 mulv_16b_2 (.in1(in1_r[31:16]),.in2(in2_r[15:0]), .res(mulv_out2));
mas_mul_vedic_16x16 mulv_16b_3 (.in1(in1_r[31:16]),.in2(in2_r[31:16]),.res(mulv_out3));
mas_ripple_carry_adder_32b 
add_32b_0 
(
.in1(mulv_out1),
.in2(mulv_out2),
.cin(1'b0),
.cout(rca_cout[0]),
.res(rca_out0)
);
mas_ripple_carry_adder_32b 
add_32b_1 
(
.in1({16'b0,mulv_out0[31:16]}),
.in2(rca_out0),
.cin(1'b0),
.cout(rca_cout[1]),
.res(rca_out1)
);
mas_ripple_carry_adder_32b 
add_32b_2 
(
.in1({15'b0,(rca_cout[0]|rca_cout[1]),rca_out1[31:16]}),
.in2(mulv_out3),
.cin(1'b0),
.cout(),
.res(res_w[63:32])
);
assign res_w[15:0] = mulv_out0[15:0];
assign res_w[31:16] = rca_out1[15:0] ;
always_ff@(posedge clk, negedge rstn)
begin
  if(!rstn)
  begin
    in1_r <= '0;
    in2_r <= '0;
    res   <= '0;
  end
  else 
  begin
    in1_r <= in1;
    in2_r <= in2;
    res   <= res_w;
  end
end
endmodule
module mas_mul_vedic_4x4 (
  input  [3:0] in1,
  input  [3:0] in2,
  output [7:0] res
);
wire  [3:0] mulv_out0;
wire  [3:0] mulv_out1;
wire  [3:0] mulv_out2;
wire  [3:0] mulv_out3;
wire  [1:0] rca_cout ;
wire  [3:0] rca_out0 ;
wire  [3:0] rca_out1 ;
mas_mul_vedic_2x2 mulv_2b_0 (.in1(in1[1:0]),.in2(in2[1:0]),.res(mulv_out0));
mas_mul_vedic_2x2 mulv_2b_1 (.in1(in1[1:0]),.in2(in2[3:2]),.res(mulv_out1));
mas_mul_vedic_2x2 mulv_2b_2 (.in1(in1[3:2]),.in2(in2[1:0]),.res(mulv_out2));
mas_mul_vedic_2x2 mulv_2b_3 (.in1(in1[3:2]),.in2(in2[3:2]),.res(mulv_out3));
mas_ripple_carry_adder_4b 
add_4b_0 
(
.in1(mulv_out1),
.in2(mulv_out2),
.cin(1'b0),
.cout(rca_cout[0]),
.res(rca_out0)
);
mas_ripple_carry_adder_4b 
add_4b_1 
(
.in1({2'b0,mulv_out0[3:2]}),
.in2(rca_out0),
.cin(1'b0),
.cout(rca_cout[1]),
.res(rca_out1)
);
mas_ripple_carry_adder_4b 
add_4b_2 
(
.in1({1'b0,(rca_cout[0]|rca_cout[1]),rca_out1[3:2]}),
.in2(mulv_out3),
.cin(1'b0),
.cout(),
.res(res[7:4])
);
assign res[1:0] = mulv_out0[1:0];
assign res[3:2] = rca_out1[1:0] ;
endmodule
module mas_mul_vedic_8x8 (
  input  [7:0] in1,
  input  [7:0] in2,
  output [15:0] res
);
wire  [7:0] mulv_out0;
wire  [7:0] mulv_out1;
wire  [7:0] mulv_out2;
wire  [7:0] mulv_out3;
wire  [1:0] rca_cout ;
wire  [7:0] rca_out0 ;
wire  [7:0] rca_out1 ;
mas_mul_vedic_4x4 mulv_4b_0 (.in1(in1[3:0]),.in2(in2[3:0]),.res(mulv_out0));
mas_mul_vedic_4x4 mulv_4b_1 (.in1(in1[3:0]),.in2(in2[7:4]),.res(mulv_out1));
mas_mul_vedic_4x4 mulv_4b_2 (.in1(in1[7:4]),.in2(in2[3:0]),.res(mulv_out2));
mas_mul_vedic_4x4 mulv_4b_3 (.in1(in1[7:4]),.in2(in2[7:4]),.res(mulv_out3));
mas_ripple_carry_adder_8b 
add_8b_0 
(
.in1(mulv_out1),
.in2(mulv_out2),
.cin(1'b0),
.cout(rca_cout[0]),
.res(rca_out0)
);
mas_ripple_carry_adder_8b 
add_8b_1 
(
.in1({4'b0,mulv_out0[7:4]}),
.in2(rca_out0),
.cin(1'b0),
.cout(rca_cout[1]),
.res(rca_out1)
);
mas_ripple_carry_adder_8b 
add_8b_2 
(
.in1({3'b0,(rca_cout[0]|rca_cout[1]),rca_out1[7:4]}),
.in2(mulv_out3),
.cin(1'b0),
.cout(),
.res(res[15:8])
);
assign res[3:0] = mulv_out0[3:0];
assign res[7:4] = rca_out1[3:0] ;
endmodule
module mas_ripple_carry_adder_16b (
  input  [15:0] in1,
  input  [15:0] in2,
  input        cin,
  output       cout,
  output [15:0] res
);
wire        c  ;
mas_ripple_carry_adder_8b 
rca0 
(
.in1(in1[7:0]), 
.in2(in2[7:0]), 
.cin(cin), 
.cout(c), 
.res(res[7:0])
);
mas_ripple_carry_adder_8b 
rca1 
(
.in1(in1[15:8]), 
.in2(in2[15:8]), 
.cin(c), 
.cout(cout), 
.res(res[15:8])
);
endmodule
module mas_ripple_carry_adder_32b (
  input  [31:0] in1,
  input  [31:0] in2,
  input        cin,
  output       cout,
  output [31:0] res
);
wire        c  ;
mas_ripple_carry_adder_16b 
rca0 
(
.in1(in1[15:0]), 
.in2(in2[15:0]), 
.cin(cin), 
.cout(c), 
.res(res[15:0])
);
mas_ripple_carry_adder_16b 
rca1 
(
.in1(in1[31:16]), 
.in2(in2[31:16]), 
.cin(c), 
.cout(cout), 
.res(res[31:16])
);
endmodule
module mas_ripple_carry_adder_4b (
  input  [3:0] in1,
  input  [3:0] in2,
  input        cin,
  output       cout,
  output [3:0] res
);
wire  [3:0] c  ;
wire  [3:0] tmp;
assign c[0]   = ( in1[0] & in2[0] ) | ( in1[0] ^ in2[0] ) & cin;
assign res[0] = ( in1[0] ^ in2[0] ) ^ cin;
assign c[1]   = ( in1[1] & in2[1] ) | ( in1[1] ^ in2[1] ) & c[0];
assign res[1] = ( in1[1] ^ in2[1] ) ^ c[0];
assign c[2]   = ( in1[2] & in2[2] ) | ( in1[2] ^ in2[2] ) & c[1];
assign res[2] = ( in1[2] ^ in2[2] ) ^ c[1];
assign cout   = ( in1[3] & in2[3] ) | ( in1[3] ^ in2[3] ) & c[2];
assign res[3] = ( in1[3] ^ in2[3] ) ^ c[2];
endmodule
module mas_ripple_carry_adder_8b (
  input  [7:0] in1,
  input  [7:0] in2,
  input        cin,
  output       cout,
  output [7:0] res
);
wire        c  ;
mas_ripple_carry_adder_4b 
rca0 
(
.in1(in1[3:0]), 
.in2(in2[3:0]), 
.cin(cin), 
.cout(c), 
.res(res[3:0])
);
mas_ripple_carry_adder_4b 
rca1 
(
.in1(in1[7:4]), 
.in2(in2[7:4]), 
.cin(c), 
.cout(cout), 
.res(res[7:4])
);
endmodule
==> flow/run.sh <==
#!/bin/bash
# OpenROAD 26Q1-2900-gdf79404cd8, Yosys 0.63+post, stock flow scripts
make -C /OpenROAD-flow-scripts/flow DESIGN_CONFIG=/design/flow/config.mk WORK_HOME=/design/flow/orfs finish
==> flow/config.mk <==
export PLATFORM = sky130hd
export DESIGN_NAME = mas_mul_vedic_32x32
export DESIGN_NICKNAME = mas_mul_vedic_32x32
export VERILOG_FILES = /design/flow/design.v
export SDC_FILE = /design/flow/constraint.sdc
export NUM_CORES = 4
export LEC_CHECK = 1
export CORE_UTILIZATION = 50
==> flow/constraint.sdc <==
current_design mas_mul_vedic_32x32

set clk_period 23.8
set clk_io_pct 0.2

create_clock -name clk0 -period $clk_period [get_ports {clk}]

set non_clock_inputs [all_inputs -no_clocks]
set_input_delay [expr $clk_period * $clk_io_pct] -clock clk0 $non_clock_inputs
set_output_delay [expr $clk_period * $clk_io_pct] -clock clk0 [all_outputs]
==> impl_metrics.json <==
{
  "worst-endpoint-arrival_ns": 23.44,
  "hold_crit_class": "reg2reg",
  "cts-root-to-sink-buffers": 2,
  "drcViolationCount": 0,
  "fa_ha_area_share_pct": 63.5,
  "netlist.area_leader.share_pct": 34.3,
  "run_status": "completed",
  "port_buffers": 129,
  "timing.slew.headroom_pct": 52.3,
  "most_instantiated_logic_cell_after_routing": "sky130_fd_sc_hd__inv_1",
  "r2r_start": "in1_r[0]$_DFF_PN0_",
  "clkTransAtPathRegs_ns": 0.07,
  "cts.root.buffer_cell": "sky130_fd_sc_hd__clkbuf_16",
  "synth_compound_gate_area_share_pct": 0,
  "ys_ff": 128,
  "synth.area.top_cells": "sky130_fd_sc_hd__fa_1, sky130_fd_sc_hd__ha_1, sky130_fd_sc_hd__and2_1",
  "grt_usage_pct": 25.3,
  "layoutNonFillerInstCount": 6031,
  "ys_cells": 4779,
  "skew_ns": 0.0378,
  "area.growth.synth_to_final_pct": 7.57,
  "clock_sinks": 128,
  "vias_in_the_first_global_route": 30600,
  "slew_worst_pin_ns": 0.716,
  "yosysWarningCount": 1,
  "timing.final.max_slew_violations": 0,
  "syn-instance-count": 4779,
  "ff2ff_setup_slack_ns": 0.75,
  "clk_latency_ns": 0.54,
  "floorplan.die.height_um": 306,
  "worstPathMaxFanout": 7,
  "simple_gate_share_pct": 15.0,
  "dp.final_hpwl_um": 80500,
  "holdBufCountCts": 0,
  "reg2regPathDepth": 77,
  "setup_viol": 0,
  "max_freq_mhz": 43.4,
  "postCtsSetupBuffers": 0,
  "number_of_antenna_violations_at_the_first_check_in_global_routing": 10,
  "first_pass_iteration_count_of_the_detailed_router": 6,
  "topCombFamilyByArea": "adder cells",
  "route.final.wire_length_um": 102000,
  "area_of_the_mapped_netlist_sq_um": 46200,
  "tritoncts": "done",
  "netlist-cell-type-count": 11,
  "routedWlPerCell_um": 16.9,
  "yosysTopAreaCell": "sky130_fd_sc_hd__fa_1",
  "fp.dieW_um": 306,
  "vias_per_cell": 4.66,
  "setup.worst_path.end_class": "register",
  "placed_cells": 5990,
  "post_synth_xor_area_fraction_pct": 1.62,
  "cpMostUsedCell": "sky130_fd_sc_hd__fa_2",
  "crit_path_max_incr_delay_ns": 0.55,
  "hold_path_depth": 2,
  "fp_util_pct": 50.4,
  "detailed_route_via_count": 28100,
  "finalHoldViolCount": 0,
  "core_sq_um": 91500,
  "setup.worst_path.class": "reg2reg",
  "ant_nets": 0,
  "finalClockPeriodUsage_pct": 96.8,
  "chip_area_sq_um": 93500,
  "worst_ep_required_time_ns": 24.19,
  "cpMaxStageDelayCell": "sky130_fd_sc_hd__fa_2",
  "htreeDepth": 4,
  "hold_path_startpoint": "in1_r[0]$_DFF_PN0_",
  "critical_path.startpoint": "in1_r[0]$_DFF_PN0_",
  "maxCapViolCount": 0,
  "synth.mux.area_fraction_pct": 0,
  "wire_length_of_the_first_global_routing_pass_um": 169000,
  "cp-start-kind": "register",
  "worst_slack_ns": 0.753,
  "timing.hold.worst_endpoint": "res[0]$_DFF_PN0_",
  "filler_cell_count": 8181,
  "grt_setup_unrepaired": "false",
  "gp_congestion": 0.912,
  "grt_max_degree": 56,
  "period_minus_slack_ns": 23.05,
  "num_io_pins": 130,
  "globalRoute.totalOverflow": 0,
  "row_count": 111,
  "synth-area-yosys_sq_um": 46200,
  "ys_seq_share_pct": 6.94,
  "dr.first_iter.drc_count": 731,
  "drive_above_1_share_pct": 3.52,
  "number_of_buffers_added_by_the_clock_tree_synthesis_step": 17,
  "preCtsSetupSlack_ns": -1.05,
  "layout.cells.most_common_list": "sky130_fd_sc_hd__inv_1, sky130_fd_sc_hd__ha_1, sky130_fd_sc_hd__and2_1",
  "warning_count": 25,
  "rr_endpoint": "res[63]$_DFF_PN0_",
  "synth.avg_cell_area_sq_um": 9.66
}
[Yosys cell counts, drive strengths merged]
| master | number |
|---|---|
| inv | 1399 |
| fa | 790 |
| ha | 1077 |
| xnor2 | 32 |
| and2 | 1024 |
| dfrtp | 128 |
| xor2 | 51 |
| nand2b | 2 |
| clkbuf | 192 |
| nor2b | 83 |
| xnor3 | 1 |
[through the flow]
stage	TNS [ns]	hold slack, ns	utilization, %	instance area (sq um)
2_1_floorplan	0	0.716	-	46200
3_3_place_gp	-2.99	0.678	53.4	48900
3_5_place_dp	-3.49	0.697	53.4	48900
4_1_cts	0	0.718	54.2	49600
5_1_grt	0	0.731	54.2	49600
6_report	0	0.696	54.2	49600
[how the worst max path moves through the flow]
stage                        to  slack [ns]  cells past startpoint
CTS           res[63]$_DFF_PN0_        0.03                     76
global route  res[63]$_DFF_PN0_        0.01                     79
finish        res[63]$_DFF_PN0_        0.75                     77
[per-layer routing]
layer	wire length [um]	share of wire (%)	track usage, %	vias to the layer above
li1	-	-	-	14000
met1	44200	43	36.8	13700
met2	47700	47	39.8	448
met3	8370	8.2	8.57	59
met4	1520	1.5	2.93	6
met5	32	0.031	0	-
[area by class of cell]
cell class              instances  area, sq um  area share, %
clock inverters                13          176          0.355
well taps                    1186         1480           2.99
repair buffers                217         1960           3.94
flip-flops and latches        128         3200           6.45
clock buffers                  19          453          0.912
inverters                    1399         5250           10.6
multi-input cells            3060        37100           74.7
diodes                          9         22.5         0.0454
[worst max-delay path: cells and delay by family (launching register included)]
| family | cells | cell delay, ns |
|---|---|---|
| adders and majority gates | 69 | 21.66 |
| buffers and inverters | 5 | 0.43 |
| DFF | 1 | 0.39 |
| xor gates and xnor gates | 2 | 0.29 |
| and+or+nand+nor | 1 | 0.16 |
[flip-flops by register name, summed over array words and instances, names as in the netlist]
signal	cells
res	64
in2_r	32
in1_r	32
[cell families (layout without fill, tap and decap cells)]
group / Yosys count / after routing
adders and majority gates: 1867 / 1867
buffers and inverters: 1591 / 1648
and+or+nand+nor: 1109 / 1109
DFF: 128 / 128
xor gates and xnor gates: 84 / 84
other: 0 / 9
[timing repair]
action	in CTS	in global routing
endpoints found under the hold margin	0	0
pin swaps	3	7
gates resized	29	15
setup endpoints to repair	6	4
gates cloned	0	0
