[config.mk]
export PLATFORM = sky130hd
export DESIGN_NAME = mas_mul_radix_top
export DESIGN_NICKNAME = mas_mul_radix_top
export VERILOG_FILES = /design/flow/design.v
export SDC_FILE = /design/flow/constraint.sdc
export NUM_CORES = 4
export LEC_CHECK = 1
export CORE_UTILIZATION = 50
[constraint.sdc]
current_design mas_mul_radix_top

set clk_period 1.0
set clk_io_pct 0.2

create_clock -name clk0 -period $clk_period [get_ports {clk}]

set non_clock_inputs [all_inputs -no_clocks]
set_input_delay [expr $clk_period * $clk_io_pct] -clock clk0 $non_clock_inputs
set_output_delay [expr $clk_period * $clk_io_pct] -clock clk0 [all_outputs]
[design.v]
module mas_mul_radix_top (
  input               clk,
  input               rstn,
  input        [31:0] in1,
  input        [31:0] in2,
  output logic [63:0] res
);
logic [31:0] in1_r;
logic [31:0] in2_r;
wire         flag0;
wire         flag1;
wire         flag2;
wire         flag3;
wire         flag4;
wire         flag5;
wire         flag6;
wire         flag7;
wire         flag8;
wire         flag9;
wire         flag10;
wire         flag11;
wire         flag12;
wire         flag13;
wire         flag14;
wire         flag15;
wire         flag16;
wire  [31:0] res0;
wire  [31:0] res1;
wire  [31:0] res2;
wire  [31:0] res3;
wire  [31:0] res4;
wire  [31:0] res5;
wire  [31:0] res6;
wire  [31:0] res7;
wire  [31:0] res8;
wire  [31:0] res9;
wire  [31:0] res10;
wire  [31:0] res11;
wire  [31:0] res12;
wire  [31:0] res13;
wire  [31:0] res14;
wire  [31:0] res15;
wire  [31:0] res16;
wire  [63:0] res_w;
wire  [63:0] tmp0;
wire  [63:0] tmp1;
wire  [63:0] tmp2;
wire  [63:0] tmp3;
wire  [63:0] tmp4;
mas_radix_encoder enc0  (in1, {in2[1:0],1'b0}, flag0 , res0 );
mas_radix_encoder enc1  (in1, in2[3:1]       , flag1 , res1 );
mas_radix_encoder enc2  (in1, in2[5:3]       , flag2 , res2 );
mas_radix_encoder enc3  (in1, in2[7:5]       , flag3 , res3 );
mas_radix_encoder enc4  (in1, in2[9:7]       , flag4 , res4 );
mas_radix_encoder enc5  (in1, in2[11:9]      , flag5 , res5 );
mas_radix_encoder enc6  (in1, in2[13:11]     , flag6 , res6 );
mas_radix_encoder enc7  (in1, in2[15:13]     , flag7 , res7 );
mas_radix_encoder enc8  (in1, in2[17:15]     , flag8 , res8 );
mas_radix_encoder enc9  (in1, in2[19:17]     , flag9 , res9 );
mas_radix_encoder enc10 (in1, in2[21:19]     , flag10, res10);
mas_radix_encoder enc11 (in1, in2[23:21]     , flag11, res11);
mas_radix_encoder enc12 (in1, in2[25:23]     , flag12, res12);
mas_radix_encoder enc13 (in1, in2[27:25]     , flag13, res13);
mas_radix_encoder enc14 (in1, in2[29:27]     , flag14, res14);
mas_radix_encoder enc15 (in1, in2[31:29]     , flag15, res15);
mas_radix_encoder enc16 (in1, {2'b0,in2[31]} , flag16, res16);
mas_radix_adder 
add0
(
.in1    ({32'b0,res0}),
.in2    ({30'b0,res1,2'b0}),
.in3    ({28'b0,res2,4'b0}),
.in4    ({26'b0,res3,6'b0}),
.flag1  (flag0),
.flag2  (flag1),
.flag3  (flag2),
.flag4  (flag3),
.res    (tmp0)
);
mas_radix_adder 
add1
(
.in1    (tmp0),
.in2    ({24'b0,res4,8'b0}),
.in3    ({22'b0,res5,10'b0}),
.in4    ({20'b0,res6,12'b0}),
.flag1  (1'b0),
.flag2  (flag4),
.flag3  (flag5),
.flag4  (flag6),
.res    (tmp1)
);
mas_radix_adder 
add2
(
.in1    (tmp1),
.in2    ({18'b0,res7,14'b0}),
.in3    ({16'b0,res8,16'b0}),
.in4    ({14'b0,res9,18'b0}),
.flag1  (1'b0),
.flag2  (flag7),
.flag3  (flag8),
.flag4  (flag9),
.res    (tmp2)
);
mas_radix_adder 
add3
(
.in1    (tmp2),
.in2    ({12'b0,res10,20'b0}),
.in3    ({10'b0,res11,22'b0}),
.in4    ({8'b0,res12,24'b0}),
.flag1  (1'b0),
.flag2  (flag10),
.flag3  (flag11),
.flag4  (flag12),
.res    (tmp3)
);
mas_radix_adder 
add4
(
.in1    (tmp3),
.in2    ({6'b0,res13,26'b0}),
.in3    ({4'b0,res14,28'b0}),
.in4    ({2'b0,res15,30'b0}),
.flag1  (1'b0),
.flag2  (flag13),
.flag3  (flag14),
.flag4  (flag15),
.res    (tmp4)
);
assign res_w = (flag16 ? {-res16,31'b0} : {res16,32'b0}) + tmp4;
always_ff@(posedge clk, negedge rstn)
begin
  if(!rstn)
  begin
    in1_r <= '0;
    in2_r <= '0;
    res   <= '0;
  end
  else 
  begin
    in1_r <= in1;
    in2_r <= in2;
    res   <= res_w;
  end
end
endmodule
module mas_radix_adder (
  input  [63:0] in1,
  input  [63:0] in2,
  input  [63:0] in3,
  input  [63:0] in4,
  input         flag1,
  input         flag2,
  input         flag3,
  input         flag4,
  output [63:0] res
);
assign res = (flag1 ? -in1 : in1) +
             (flag2 ? -in2 : in2) +
             (flag3 ? -in3 : in3) +
             (flag4 ? -in4 : in4); 
endmodule
module mas_radix_encoder (
  input        [31:0] in1,
  input        [2:0]  in2,
  output logic        flag,
  output logic [31:0] res
);
always@(*) begin
  case(in2)
    3'b000 : begin 
      res  <= 0;
      flag <= 0;
    end
    3'b001 : begin 
      res  <= in1;
      flag <= 0;
    end
    3'b010 : begin 
      res  <= in1;
      flag <= 0;
    end
    3'b011 : begin 
      res  <= in1+in1;
      flag <= 0;
    end
    3'b100 : begin 
      res  <= in1+in1;
      flag <= 1;
    end
    3'b101 : begin 
      res  <= in1;
      flag <= 1;
    end
    3'b110 : begin 
      res  <= in1;
      flag <= 1;
    end
    3'b111 : begin 
      res  <= 0;
      flag <= 0;
    end
    default: begin 
      res  <= 0;
      flag <= 0;
    end
  endcase
end
endmodule 
[run.sh]
#!/bin/bash
# OpenROAD 26Q1-2900-gdf79404cd8, Yosys 0.63+post, stock flow scripts
make -C /OpenROAD-flow-scripts/flow DESIGN_CONFIG=/design/flow/config.mk WORK_HOME=/design/flow/orfs finish
==> run summary <==
Notes on the physical implementation.

- The cell area that synthesis handed to floorplanning was 47920 µm².
- The flip-flop count of the largest register after layout is 64, for reference.
- The total instance count after detailed placement is 9059, for reference.
- The detailed-route vias per instance is 6.418, for reference.
- The number of clock buffers inserted by TritonCTS is 9, for reference.
- The total die area is 97090 µm², for reference.
- Excluding fillers, the count of instances in the completed layout stands at 9247.
- The horizontal die size is 311.6 µm, for reference.
- The pin slew with the least headroom to its limit is 0.9505 ns, for reference.
- The peak fanout along the critical path is 7, for reference.
- The achievable clock frequency is 114.8 MHz, for reference.
- The number of maximum-capacitance violations recorded for the run is 0.
- The synthesized design spends more area on one cell type than any other, namely sky130_fd_sc_hd__fa_1.
- In the synthesized netlist, the number of instances is 6435.
- The total overflow left after global routing is 0.
- After clock tree synthesis, the clock-pin slew on the worst setup and hold paths is 0.06 ns.
- The H-tree generated during clock tree synthesis spans 3 levels.
- The largest registers in the layout are res: 64 flops.
- The placed cell area is 63820 µm², for reference.
- The setup TNS is -397.90 ns, for reference.
- The run finished, with violations left.
- Looking at hold timing, the worst path starts from in2[0].
- The report lists the number of standard-cell rows as 113.
- The standard cell with the maximum stage delay on the critical path is sky130_fd_sc_hd__fa_1, for reference.
- The category of the worst setup path capture point is a flip-flop, for reference.
- The core utilization at floorplan is 0.5044, for reference.
- The post-route minimum period is 8.713 ns, for reference.
- The final reports fail on negative setup slack.
- The remaining max-slew budget at the tightest pin is 0.3663, for reference.
- The final instance area is 68040 µm², for reference.
- The final weighted congestion recorded by global placement is 1.173.
- Entering global routing, the biggest net connects 49 pins.
- STA classifies the critical path startpoint as an input port.
- The share of post-route cells with drive strength above 1 is 0.3525, for reference.
- For reference, the mux area share after synthesis is 0.005848.
- The register name with the most flops is res, for reference.
- The number of design rule violations left after detail routing is 0, for reference.
- The initial antenna violation count came to 15.
- Yosys reported a register bit count of 64.
- The number of different library cells in the post-synthesis netlist is 95, for reference.
- Note, the detailed placer reported a final HPWL of 214100 µm.
- The via count of the routed design is 59340, for reference.
- The number of clock sinks seen by CTS is 64, for reference.
- The number of setup violations in the final report is 162, for reference.
- The overall routing resource usage is 0.5806, for reference.
- The yosys synthesis warning count is 2, for reference.
- The area fraction of the largest cell type after synthesis is 0.2782.
- The area growth from synthesis to layout is 41.99%, for reference.
- The first-pass GRT wire length is 388900 µm, for reference.
- TritonCTS built the clock tree.
- The worst slack on hold paths is 0.4361 ns, for reference.
- The worst setup path startpoint is in2[17], for reference.
- Yosys mapped a number of flops with a built-in enable equal to 0.
- The worst setup path is of the in2reg kind.
- The area fraction in full adders, half adders and majority gates is 0.3182, for reference.
- The total length of routed wires is 277500 µm, for reference.
- The cell-mix breakdown from Yosys lists the simple-gate area share as 0.1629.
- For this run, the slowest stage of the critical path takes 0.63 ns.
- The die span in y is 311.6 µm, for reference.
- The average instance area after synthesis is 7.447 µm², for reference.
- The core utilization of the finished layout is 0.7162, for reference.
- The yosys stat cell total is 6435, for reference.
- OpenROAD emitted warnings numbering 28.
- For this sky-water flow run, the detailed-routed wirelength per cell is reported as 30.01 µm.
- Per the final report, max-transition violations number 0.
- According to the Yosys statistics, the synthesized design has a chip area of 47920 µm².
- At the worst endpoint, the required time is 1.28 ns.
- According to the floorplan report, the placeable core area is 95010 µm².
- The detailed router finished its first iteration with 7270 violations.
- The commonest register cell is sky130_fd_sc_hd__dfrtp_1.
- The root cell of the clock tree is sky130_fd_sc_hd__clkbuf_16, for reference.
- The setup slack of the critical path after layout is -7.713 ns, for reference.
- The clock passes through at most 2 buffers.
- Per the synthesis report, the XOR/XNOR share of the synthesized area is 0.1123.
- The placement report lists the number of port buffers as 129.
- For reference, the top cells by area after synthesis are sky130_fd_sc_hd__fa_1, sky130_fd_sc_hd__xnor2_1, sky130_fd_sc_hd__inv_1.
- The pre-CTS worst setup slack is -8.697 ns, for reference.
- 130 I/O pins were placed.
- The fraction of synthesis flops using an asynchronous set or reset pin is 1.000, for reference.
- Once detail routing completed, the nets flagged for antenna violations numbered 0.
- The share of synthesized area occupied by flip-flops and latches is 0.03342, for reference.
- The synthesis run identifies the leading combinational cell family as adder cells.
- The number of global-route vias before repair was 57590.
- The number of optimization iterations in the first detailed-route pass is 14, for reference.
- The compound-cell area share of the yosys netlist is 0.2604, for reference.
- At the worst endpoint, the arrival time is 8.99 ns.
- The final timing summary puts the cycle share of the worst path at 8.713.
- The final timing report lists a hold violation count of 0.
- The most frequent cell on the critical path is sky130_fd_sc_hd__fa_1, for reference.
- The path class of the tightest hold or removal check is in2reg.
- Setup repair after global routing could not meet its margin everywhere.
[synth_stat cells, types with 23 or more instances]
cell type	instances
sky130_fd_sc_hd__a211oi_1	44
sky130_fd_sc_hd__nor3_1	74
sky130_fd_sc_hd__a22o_1	42
sky130_fd_sc_hd__o211ai_1	28
sky130_fd_sc_hd__a31oi_1	78
sky130_fd_sc_hd__o41ai_1	37
sky130_fd_sc_hd__buf_1	109
sky130_fd_sc_hd__clkbuf_1	439
sky130_fd_sc_hd__o31ai_1	35
sky130_fd_sc_hd__a221oi_1	41
sky130_fd_sc_hd__and2_1	71
sky130_fd_sc_hd__a222oi_1	84
sky130_fd_sc_hd__o21ai_0	487
sky130_fd_sc_hd__buf_2	28
sky130_fd_sc_hd__ha_1	153
sky130_fd_sc_hd__fa_1	666
sky130_fd_sc_hd__inv_1	760
sky130_fd_sc_hd__o22ai_1	23
sky130_fd_sc_hd__a221o_1	30
sky130_fd_sc_hd__nand3_1	65
sky130_fd_sc_hd__o21a_1	23
sky130_fd_sc_hd__nand2_1	725
sky130_fd_sc_hd__or2_2	46
sky130_fd_sc_hd__nor2b_1	43
sky130_fd_sc_hd__or3_1	54
sky130_fd_sc_hd__nand2b_1	37
sky130_fd_sc_hd__a21o_1	72
sky130_fd_sc_hd__and3_1	28
sky130_fd_sc_hd__a21boi_0	59
sky130_fd_sc_hd__a22oi_1	219
sky130_fd_sc_hd__o221ai_1	44
sky130_fd_sc_hd__xnor2_1	400
sky130_fd_sc_hd__nor2_1	434
sky130_fd_sc_hd__a21oi_1	349
sky130_fd_sc_hd__dfrtp_1	64
sky130_fd_sc_hd__xor2_1	203
[layout by cell type (no fill, tap or decap), types with 181 or more instances in the layout]
cell	synthesis	layout
sky130_fd_sc_hd__nor2_1	434	396
sky130_fd_sc_hd__o21ai_0	487	407
sky130_fd_sc_hd__a21oi_1	349	306
sky130_fd_sc_hd__inv_1	760	695
sky130_fd_sc_hd__buf_4	3	1820
sky130_fd_sc_hd__xnor2_1	400	377
sky130_fd_sc_hd__nand2_1	725	686
sky130_fd_sc_hd__xor2_1	203	181
sky130_fd_sc_hd__fa_1	666	586
sky130_fd_sc_hd__a22oi_1	219	203
[cell families (layout without fill, tap and decap cells)]
| group | Yosys count | count (layout) |
|---|---|---|
| AOI/OAI and AO/OA | 1861 | 1861 |
| xor gates and xnor gates | 608 | 608 |
| adders and majority gates | 819 | 819 |
| buffers and inverters | 1350 | 2879 |
| DFF | 64 | 64 |
| muxes | 27 | 27 |
| other | 0 | 18 |
| and+or+nand+nor | 1706 | 1706 |
[routing by layer]
metal  global-route usage  wire length (µm)
met5               0.1635              2407
met1               0.6905             90640
met4               0.3245             23300
met3               0.4119             55440
met2               0.7558            105700
[area by class of cell]
type	count	area, µm²
fillers	6970	26970
flip-flops and latches	64	1602
clock buffers	12	266.5
clock inverters	4	51.30
diodes	18	45.04
well taps	1265	1583
inverters	769	2889
repair buffers	2094	16790
multi-input cells	5021	44820
[worst max-delay path, delay by kind of cell]
kind	cells	cell delay, ns
AOI/OAI and AO/OA	11	2.50
xor gates and xnor gates	2	0.31
adders and majority gates	8	3.68
buffers and inverters	8	0.86
and+or+nand+nor	5	1.42
[final timing paths]
path / slack, ns / cells after the start / end
worst max-delay path: -7.71 / 34 / res[62]
worst min-delay path: 0.44 / 5 / res[0]
max in group asynchronous: -0.14 / 3 / res[10]
min in group asynchronous: 0.45 / 2 / res[8]
[timing repair]
| action | CTS | global route |
|---|---|---|
| pin swaps | 379 | 289 |
| gates cloned | 5 | 0 |
| gates resized | 571 | 326 |
| buffers inserted | 124 | 53 |
| endpoints found under the setup margin | 127 | 191 |
| hold buffers | 1 | 0 |
| endpoints found under the hold margin | 64 | 0 |
